**design/flow/run.sh**
```bash
#!/bin/bash
# OpenROAD 26Q1-2900-gdf79404cd8, Yosys 0.63+post, stock flow scripts
make -C /OpenROAD-flow-scripts/flow DESIGN_CONFIG=/design/flow/config.mk WORK_HOME=/design/flow/orfs finish
```
**design/flow/config.mk**
```make
export PLATFORM = sky130hd
export DESIGN_NAME = hex_decoder
export DESIGN_NICKNAME = hex_decoder
export VERILOG_FILES = /design/flow/design.v
export SDC_FILE = /design/flow/constraint.sdc
export NUM_CORES = 4
export LEC_CHECK = 1
export CORE_AREA = 10 10 70 70
export DIE_AREA = 0 0 80 80
```
**design/flow/constraint.sdc**
```tcl
current_design hex_decoder

set clk_period 2.2
set clk_io_pct 0.2

create_clock -name clk0 -period $clk_period

set non_clock_inputs [all_inputs -no_clocks]
set_input_delay [expr $clk_period * $clk_io_pct] -clock clk0 $non_clock_inputs
set_output_delay [expr $clk_period * $clk_io_pct] -clock clk0 [all_outputs]
```
**design/flow/design.v**
```verilog
module hex_decoder(c,display);
		input [3:0] c;
		output [6:0] display;
		wire M0,M1,M2,M3,M4,M5,M6,M7,M8,M9,M10,M11,M12,M13,M14,M15;
		assign M0 = c[3]|c[2]|c[1]|c[0];
		assign M1 = c[3]|c[2]|c[1]|~c[0];
		assign M2 = c[3]|c[2]|~c[1]|c[0];
		assign M3 = c[3]|c[2]|~c[1]|~c[0];
		assign M4 = c[3]|~c[2]|c[1]|c[0];
		assign M5 = c[3]|~c[2]|c[1]|~c[0];
		assign M6 = c[3]|~c[2]|~c[1]|c[0];
		assign M7 = c[3]|~c[2]|~c[1]|~c[0];
		assign M8 = ~c[3]|c[2]|c[1]|c[0];
		assign M9 = ~c[3]|c[2]|c[1]|~c[0];
		assign M10 = ~c[3]|c[2]|~c[1]|c[0];
		assign M11 = ~c[3]|c[2]|~c[1]|~c[0];
		assign M12 = ~c[3]|~c[2]|c[1]|c[0];
		assign M13 = ~c[3]|~c[2]|c[1]|~c[0];
		assign M14 = ~c[3]|~c[2]|~c[1]|c[0];
		assign M15 = ~c[3]|~c[2]|~c[1]|~c[0];
		assign display[0] = ~(M1 & M4 & M11 & M13);
		assign display[1] = ~(M5 & M6 & M11 & M12 & M14 & M15);
		assign display[2] = ~(M2 & M12 & M14 & M15);
		assign display[3] = ~(M1 & M4 & M7 & M9 & M10 & M15);
		assign display[4] = ~(M1 & M3 & M4 & M5 & M7 & M9);
		assign display[5] = ~(M1 & M2 & M3 & M7 & M13);
		assign display[6] = ~(M0 & M1 & M7 & M12);
endmodule 
```
==> impl_metrics.py <==
# Generated from Yosys and OpenROAD reports
metrics = {
    "detailed_routing": {
        "wirelength_um": 725,
        "num_antenna_cells": 0,
        "drt_iter0_drc": 16,
        "viasPerCell": 2.96,
        "wl_per_cell_um": 7.97,
        "vias": 269,
        "first_pass_iters": 2,
        "antenna_left": 0,
        "drc_errors": 0,
    },
    "worst_setup_path": {
        "max_stage_delay_ns": 0.50,
        "worst_path_most_repeated_cell": "buf_6",
        "start_kind": "input pin",
        "required_ns": 1.76,
        "crit_chain": "dlygate4sd2_1 > buf_6 > buf_6 > o31ai_1 > clkdlybuf4s50_1",
        "endpoint_kind": "output pin",
        "worstSetupPathType": "in2out",
        "cp_data_arrival_time_ns": 1.66,
        "critical_path.max_fanout": 7,
        "slowest_stage": "clkdlybuf4s50_1",
    },
    "sta": {
        "hold_viol": 0,
        "fin_ws_ns": 0.0999,
        "fmax_mhz": 476,
        "holdWs_ns": 1.50,
        "grt_setup_unrepaired": "no",
        "fin_crit_sh": 0.955,
        "max_slew_margin": 0.864,
        "fin_crit_ns": 2.10,
        "tightest_slew_ns": 0.203,
        "finalSetupViolations": 0,
        "maxSlewViolCount": 0,
    },
    "yosys": {
        "area_leaders": "o31ai_1 (11%), buf_4 (7.5%), nand2b_4 (6.8%)",
        "top_cell_area_share": 0.112,
        "top_cells_by_count": "nand2_1 (3), o31ai_1 (3)",
        "yosysChipArea_um2": 201,
        "yosysTopAreaCell": "o31ai_1",
        "synth_cell_types": 22,
        "yosysWarnings": 0,
        "yosysSeqAreaShare": 0,
        "synthCells": 31,
        "syn_area_per_cell_um2": 6.50,
        "ys_cells": 31,
        "syn-cell-area_um2": 201,
    },
    "power": {
        "power.density_mw_per_mm2": 181,
        "ir_drop_uv": 24.8,
        "p_leak_uw": 0.000157,
    },
    "layout": {
        "num-clock-buffers": 0,
        "drive_above_1_share": 0.356,
        "flop_area_um2": 0,
        "flops": 0,
        "area_growth_pct": 100,
    },
    "grt": {
        "grt_pass1_vias": 230,
        "grt_pass1_wl_mm": 1.17,
        "gr-total-overflow": 0,
        "antenna_found_initial": 0,
        "grt_start_max_net_pins": 10,
        "globalRouteTotalUtil": 0.0215,
    },
    "worst_hold_path": {
        "hp-class": "in2out",
    },
    "floorplan": {
        "die_area_mm2": 0.00640,
        "die_w_um": 80,
        "coreArea_mm2": 0.00342,
        "fp-row-count": 21,
        "pin_count": 11,
        "fp_util": 0.0590,
        "dieHeight_um": 80,
    },
    "placement": {
        "dp_hpwl_um": 616,
        "portBuffers": 11,
        "place_congestion": 0.815,
        "dpl_worst_slack_ns": -0.234,
    },
    "flow_run": {
        "warning_count": 32,
        "drv_cap": 0,
    },
    "outcome": {
        "status": "finished, final reports clean",
    },
}
layer usage:
| layer | vias up | track usage | wire length [um] |
|---|---|---|---|
| met5 | - | 0 | 0 |
| met4 | 0 | 0 | 0 |
| met3 | 0 | 0.0125 | 117 |
| met2 | 9 | 0.0241 | 226 |
| met1 | 113 | 0.0343 | 381 |
| li1 | 147 | - | - |
cell families after synthesis:
family          after synthesis  synth area share
compound gates               14             0.509
simple gates                 10             0.292
xor+xnor                      1            0.0435
buf+inv                       6             0.155
report_power, final:
group | internal, uW | total [uW] | switching (uW)
logic | 42.7 | 73.0 | 30.4
clock network | 0 | 0 | 0
registers | 0 | 0 | 0
final timing paths:
kind                  startpoint    endpoint  slack (ns)  cells after the start
worst min-delay path        c[1]  display[0]        1.50                      5
worst max-delay path        c[3]  display[2]         0.1                      5
area by class of cell:
type | count | area [um^2]
well taps | 46 | 57.6
multi-input cells | 25 | 189
inverters | 3 | 11.3
fillers | 404 | 3010
repair buffers | 17 | 145
metrics by stage:
stage,std cells,util,power (uW),area (um^2),setup TNS [ns]
floorplan,31,-,31.2,201,0
global placement,90,0.113,71.8,387,-1.31
detailed placement,90,0.113,72.1,387,-1.37
CTS,91,0.118,72.5,402,0
global route,91,0.118,82.0,403,0
finish,91,0.118,73.0,403,0
placed cells by master, fill, tap and decap left out:
cell type and instances:
a21oi_1 1, o211ai_2 1, a31oi_1 2, o31ai_1 2
clkbuf_2 3, o2bb2ai_1 1, buf_6 2, nor4b_2 1
dlygate4sd2_1 2, o31ai_2 1, clkdlybuf4s50_1 6, inv_2 1
xnor2_1 1, o22ai_1 1, o21ai_2 1, inv_1 2
a22o_1 1, nand2b_4 2, o21ai_0 2, nand3_1 1
nand2_1 3, o21a_1 1, nor3_1 2, buf_4 4
nor2_1 1
worst max-delay path: cells and delay by family:
kind / cells / cell delay, ns
buffers and inverters: 4 / 0.99
AOI/OAI and AO/OA: 1 / 0.22
repair_timing:
item,4_1_cts,5_1_grt
buffers inserted,1,0
hold buffers,0,0
gates resized,8,8
endpoints found under the setup margin,7,5
pin swaps,1,0
Power and IR drop assume default switching activity.
