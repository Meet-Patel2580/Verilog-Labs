==> flow/design.v <==
module part3(clock, reset, ParallelLoadn, RotateRight, ASRight, Data_IN, Q);
input[7:0] Data_IN;
input clock, ParallelLoadn, RotateRight, reset, ASRight;
output [7:0] Q;
wire w1;
subc C1(.l(Q[1]), .r(Q[7]),.D(Data_IN[0]), .loadn(ParallelLoadn), .LoadLeft(RotateRight),  .clk(clock), .reset(reset), .Q(Q[0]));
subc C2(.l(Q[2]), .r(Q[0]),.D(Data_IN[1]), .loadn(ParallelLoadn), .LoadLeft(RotateRight), .clk(clock), .reset(reset), .Q(Q[1]));
subc C3(.l(Q[3]), .r(Q[1]),.D(Data_IN[2]), .loadn(ParallelLoadn), .LoadLeft(RotateRight), .clk(clock), .reset(reset), .Q(Q[2]));
subc C4(.l(Q[4]), .r(Q[2]),.D(Data_IN[3]), .loadn(ParallelLoadn), .LoadLeft(RotateRight), .clk(clock), .reset(reset), .Q(Q[3]));
subc C5(.l(Q[5]), .r(Q[3]),.D(Data_IN[4]), .loadn(ParallelLoadn), .LoadLeft(RotateRight), .clk(clock), .reset(reset), .Q(Q[4]));
subc C6(.l(Q[6]), .r(Q[4]),.D(Data_IN[5]), .loadn(ParallelLoadn), .LoadLeft(RotateRight), .clk(clock), .reset(reset), .Q(Q[5]));
subc C7(.l(Q[7]), .r(Q[5]),.D(Data_IN[6]), .loadn(ParallelLoadn), .LoadLeft(RotateRight), .clk(clock),.reset(reset), .Q(Q[6]));
subc C8(.l(w1), .r(Q[6]), .LoadLeft(RotateRight), .D(Data_IN[7]), .loadn(ParallelLoadn), .clk(clock), .reset(reset), .Q(Q[7]));
mux2_1 M3(Q[0],Q[7], ASRight, w1);
endmodule
module ff(Clk, R, q, d);
input Clk;
input R;
input d;
output reg q;
always @(posedge Clk)
	begin 
		if(R == 1)
		q <= 0;
		else
		q <= d; 
	end
endmodule
module subc(r, l, LoadLeft,clk, reset, Q , D, loadn);
input r, l, LoadLeft, D, loadn, clk, reset;
output Q;
wire x;
wire y;
mux2_1 m1(.x(r), .y(l), .s(LoadLeft), .m(x));
mux2_1 m2(.x(D), .y(x), .s(loadn), .m(y));
  ff ff1(.Clk(clk), .R(reset), .q(Q), .d(y));
endmodule
module mux2_1(x, y, s, m);
output m;
input x;
input y;
input s;
assign m = s ? y:x;
endmodule
==> flow/run.sh <==
#!/bin/bash
# OpenROAD 26Q1-2900-gdf79404cd8, Yosys 0.63+post, stock flow scripts
make -C /OpenROAD-flow-scripts/flow DESIGN_CONFIG=/design/flow/config.mk WORK_HOME=/design/flow/orfs finish
==> flow/config.mk <==
export PLATFORM = sky130hd
export DESIGN_NAME = part3
export DESIGN_NICKNAME = part3
export VERILOG_FILES = /design/flow/design.v
export SDC_FILE = /design/flow/constraint.sdc
export NUM_CORES = 4
export LEC_CHECK = 1
export CORE_AREA = 10 10 70 70
export DIE_AREA = 0 0 80 80
==> flow/constraint.sdc <==
current_design part3

set clk_period 1.4
set clk_io_pct 0.2

create_clock -name clk0 -period $clk_period [get_ports {clock}]

set non_clock_inputs [all_inputs -no_clocks]
set_input_delay [expr $clk_period * $clk_io_pct] -clock clk0 $non_clock_inputs
set_output_delay [expr $clk_period * $clk_io_pct] -clock clk0 [all_outputs]
==> reports/qor.csv <==
stage,metric,value,unit
outcome,status,completed,
synth,ys_seq_share,35.6,%
finish,logic_area,195,µm²
clock_network,cts_buffers,3,
routing,antenna_cells,0,
sta,tightest_slew,0.164,ns
placement,place_congestion,0.767,
synth,yosys_cells,46,
worst_setup_path,crit_buf_inv,1,
placement,dp_slack,-0.100,ns
floorplan,coreArea,3420,µm²
floorplan,fp.dieW,80,µm
clock_network,ctsLongestPathBuffers,2,
floorplan,die-area,6400,µm²
worst_setup_path,criticalPathCategory,flip-flop to output pin,
clock_network,holdBufCountCts,0,
global_route,grt_util_all_layers,3.92,%
pwr,leakagePower,0.284,nW
pwr,p_sw_share,22.4,%
sta,rsz0062_at_grt,false,
sta,max_slew_margin,88.7,%
pwr,p_clk_share,30.6,%
sta,finalSetupViolCount,0,
clock_network,post-cts-setup-buffers,0,
global_route,grt_pass1_wl,1.88,mm
routing,via_count,367,
clock_network,cts_sinks,8,
worst_setup_path,cp_top_family,buffers and inverters,
pwr,pwr-share-seq,46.9,%
worst_hold_path,hp-class,flip-flop to flip-flop,
synth,syn_area,450,µm²
synth,area_leaders,"dfxtp_1, mux2i_1, buf_4, a211oi_1, nor2_1",
synth,syn_avg_cell_area,9.79,µm²
global_route,grt_overflow,0,
global_route,grt_max_degree,9,
pwr,power.density,809,nW/µm²
worst_setup_path,startpoint_type,flip-flop,
global_route,antenna_found_initial,0,
synth,synth_flops,8,
routing,routed_wl,1.25,mm
pwr,fin_total_pwr,0.000561,W
placement,io_buffers,20,
floorplan,rows,21,
finish,finalInstanceArea,693,µm²
clock_network,cts_tree,done,
routing,post_drt_wl_per_cell,11.5,µm
finish,fillers,376,
sta,max_clock_freq,0.742,GHz
pwr,pwr-share-comb,22.5,%
worst_setup_path,worst-path-stages,1,
synth,synth_warnings,1,
clock_network,cts_root_buffer,clkbuf_4,
routing,ant_nets,0,
finish,drive_above_1_share,30.2,%
worst_setup_path,slowest_stage,clkdlybuf4s50_1,
routing,drt_iter0_markers,20,
floorplan,pin_count,21,
floorplan,fp-utilization,13.2,%
worst_setup_path,cp_cell_sequence,clkdlybuf4s50_1,
worst_setup_path,worstPathRequired,1.12,ns
synth,ys_area,450,µm²
routing,vias_per_cell,3.37,
pwr,netSwitchingPower,0.000126,W
placement,postPlaceCellArea,658,µm²
synth,yosysTopAreaCell,dfxtp_1,
routing,dr.pass1.iters,2,
placement,hpwl,1.05,mm
sta,fin_skew,0.00548,ns
sta,drv_slew,0,
worst_hold_path,holdPathStages,2,
finish,final_common_cell,clkdlybuf4s50_1,
finish,final_cells,109,
finish,regArea,170,µm²
synth,syn_inst,46,
sta,fin_crit,1.35,ns
flow_run,log.warning_count,25,
floorplan,die_h,80,µm
pwr,internal_power,0.000435,W
worst_setup_path,critPathMaxStageDelay,0.48,ns
routing,drc_errors,0,
worst_setup_path,ff2ff_path_depth,2,
clock_network,htree_levels,1,
clock_network,clock_latency,0.25,ns
global_route,grt_pass1_vias,373,
sta,fin_crit_sh,96.2,%
placement,dp_cells,106,
worst_setup_path,end_kind,output pin,
sta,finalHoldViolations,0,
synth,synth.distinct_cells,11,
sta,setup_ws,0.0526,ns
finish,area_delta_synth_final,53.9,%
clock_network,path_clk_slew,0.05,ns
synth,synth_top_area_share,35.6,%
worst_setup_path,crit_fanout,3,
worst_setup_path,arrival,1.07,ns
pwr,ir_drop,0.000227,V
finish,final_cell_mix,"clkdlybuf4s50_1, dfxtp_2, nor2_1",
flow_run,cap_viol_max_count,0,
## power by group through the flow
stage,registers (W),clock network [W],logic [W]
after CTS,0.000260,0.000176,0.000129
after global routing,0.000265,0.000194,0.000139
final,0.000263,0.000172,0.000126
## cell usage after synthesis
| library cell | number |
|---|---|
| dfxtp_1 | 8 |
| mux2i_1 | 7 |
| and3b_1 | 1 |
| mux2_2 | 1 |
| a221o_1 | 1 |
| and4bb_2 | 1 |
| a211oi_1 | 7 |
| nor2_1 | 8 |
| buf_2 | 1 |
| buf_4 | 9 |
| buf_6 | 2 |
## cells by family (layout without fill, tap and decap cells)
group           count (synthesis)  in the layout  synth area share, %
compound gates                  8              8                 13.9
mux                             8              8                 18.1
buf+inv                        12             29                 21.1
flops                           8              8                 35.6
simple gates                   10             10                 11.4
## layer usage
| metal | vias to the layer above | GRT usage (%) | routed length [µm] |
|---|---|---|---|
| met4 | 0 | 0.352 | 0 |
| met3 | 0 | 3.30 | 178 |
| li1 | 193 | - | - |
| met1 | 159 | 4.29 | 520 |
| met2 | 15 | 5.94 | 552 |
| met5 | - | 0 | 0 |
## worst paths after layout
check	startpoint	endpoint	slack [ns]
worst max-delay path	C4.ff1.q$_SDFF_PP0_	Q[3]	0.05
worst min-delay path	C3.ff1.q$_SDFF_PP0_	C4.ff1.q$_SDFF_PP0_	0.55
worst max register to register	C8.ff1.q$_SDFFE_PP0P_	C8.ff1.q$_SDFFE_PP0P_	0.39
worst min register to register	C3.ff1.q$_SDFF_PP0_	C4.ff1.q$_SDFF_PP0_	0.55
## sequential cells by signal (all words and copies together) (netlist names)
name / cells
C6.ff1.q: 1
C8.ff1.q: 1
C4.ff1.q: 1
C7.ff1.q: 1
C5.ff1.q: 1
C3.ff1.q: 1
C1.ff1.q: 1
C2.ff1.q: 1
## worst reg2reg max path: cells and delay by family (launching register included)
kind,cells,cell delay [ns]
AND-OR/OR-AND,1,0.30
flip-flops,1,0.33
multiplexers,1,0.27
## what timing repair did
action                                  4_1_cts  5_1_grt
hold endpoints to repair                      0        0
endpoints found under the setup margin        1        7
resized                                       1        8
## stage by stage
stage                     hold WS [ns]  TNS (ns)  utilization, %
after floorplan                  0.418         0               -
after global placement           0.555   -0.0893            19.3
after detailed placement         0.566    -0.100            19.3
after CTS                        0.574         0            20.0
after global routing             0.585         0            20.3
final                            0.554         0            20.3
## layout make-up
class                           count  area share, %
Timing Repair Buffer               26           35.7
Multi-Input combinational cell     26           28.2
Sequential cell                     8           24.5
Tap cell                           46           8.30
Clock buffer                        3           3.25
Power and IR drop assume default switching activity.
