`./run.sh`:
```
#!/bin/bash
# OpenROAD 26Q1-2900-gdf79404cd8, Yosys 0.63+post, stock flow scripts
make -C /OpenROAD-flow-scripts/flow DESIGN_CONFIG=/design/flow/config.mk WORK_HOME=/design/flow/orfs finish
```
`./config.mk`:
```
export PLATFORM = sky130hd
export DESIGN_NAME = part2
export DESIGN_NICKNAME = part2
export VERILOG_FILES = /design/flow/design.v
export SDC_FILE = /design/flow/constraint.sdc
export NUM_CORES = 4
export LEC_CHECK = 1
export CORE_AREA = 10 10 70 70
export DIE_AREA = 0 0 80 80
```
`./constraint.sdc`:
```
current_design part2

set clk_period 5.0
set clk_io_pct 0.2

create_clock -name clk0 -period $clk_period

set non_clock_inputs [all_inputs -no_clocks]
set_input_delay [expr $clk_period * $clk_io_pct] -clock clk0 $non_clock_inputs
set_output_delay [expr $clk_period * $clk_io_pct] -clock clk0 [all_outputs]
```
`./design.v`:
```
module part2(a, b, c_in, s, c_out);
	input [3:0]a;
	input [3:0]b;
	input c_in;
	output [3:0]s;
	output [3:0]c_out;
	full_adder A1(a[0],b[0],c_in,s[0],c_out[0]);
	full_adder A2(a[1],b[1],c_out[0],s[1],c_out[1]);
	full_adder A3(a[2],b[2],c_out[1],s[2],c_out[2]);
	full_adder A4(a[3],b[3],c_out[2],s[3],c_out[3]);
endmodule
module full_adder(x,y,in,s,out);
	input x,y,in;
	output s,out;
	assign s = x^y^in;
	assign out = (x&y)|(x&in)|(y&in);
endmodule 
```
==> impl_metrics.csv <==
group,metric,value,unit
hold_path,hold_path_depth,5,
worst_setup_path,cp-end-kind,"primary output",
yosys,avgSynthCellArea,8.08,sq um
drt,route.detailed.drc,0,
final_timing,fin_crit,4510,ps
yosys,ys_area,178,sq um
die,core_area,3420,sq um
worst_setup_path,path_class,"primary input to primary output",
yosys,postSynthSeqShare,0,%
final_layout,final_area,345,sq um
yosys,ys_warn_count,0,
worst_setup_path,worstPathArrival,3510,ps
final_timing,finalCritPeriodShare,90.2,%
die,rows,21,
clock_tree,holdBufCountCts,0,
final_timing,fmax,222,MHz
yosys,synth.cell_area,178,sq um
final_layout,regArea,0,sq um
die,ioPinCount,17,
drt,vias,142,
placement,dp_hpwl,502,microns
die,die_w,80,microns
drt,routed_wl,489,microns
final_layout,area_growth,94.4,%
run,tool_warnings,35,
drt,antenna_cells,0,
final_timing,finalSetupTns,0,ps
die,initial_utilization,5.20,%
power_and_ir_drop,p_per_area,94.0,nW/um^2
global_route,grt_pass1_vias,172,
drt,ant_nets,0,
global_route,grt_pass1_wl,814,microns
die,die_y,80,microns
clock_tree,post_cts_resize_count,0,
final_timing,setup_violations,0,
die,die_area,6400,sq um
worst_setup_path,cp_max_fo,2,
worst_setup_path,required,4000,ps
drt,vias_per_cell,1.84,
placement,placedInstanceArea,345,sq um
yosys,ys_cells,22,
global_route,grtUsageTotal,1.60,%
drt,wl_per_cell,6.35,microns
global_route,grt_overflow,0,
drt,drtIter0Drc,2,
hold_path,worstHoldStart,"b[3]",
final_layout,layout-drive-gt1-share,0,%
final_timing,report.final.slew_viol_count,0,
worst_setup_path,start_kind,"primary input",
final_layout,nClkBuffers,0,
global_route,antenna_found_initial,0,
run,max-cap-violations,0,
hold_path,min_to,"s[3]",
final_timing,rsz0062_at_grt,"no",
power_and_ir_drop,ir_drop,0.0218,mV
final_timing,hold_violations,0,
run_status,run_status,"finished clean",
final_timing,slew_headroom,90.7,%
drt,dr.pass1.iters,3,
placement,place.gp.congestion,0.806,
hold_path,worstHoldPathType,"primary input to primary output",
placement,portBuffers,17,
clock_tree,cts_setup_buffers,0,
final_layout,flops,0,
global_route,grt_max_degree,3,
yosys,yosysUniqueCellTypes,3,
yosys,postSynthCellCount,22,
power_and_ir_drop,p_leak,0.149,nW
final_timing,tightestPinTransition,139,ps
## synth_stat cells, drive strengths merged
library cell | instances | share of area (%)
buf | 8 | 34
fa | 4 | 45
inv | 10 | 21
## final cells by class
cell class,count,area [sq um]
inverter,10,37.5
tap,46,57.6
fill,410,3070
timing repair buffer,17,170
multi-input combinational,4,80.1
## worst max-delay path: stages
cell	delay [ps]
clkdlybuf4s50_1	400
inv_1	80
fa_1	160
inv_1	60
fa_1	420
fa_1	400
inv_1	80
fa_1	400
inv_1	60
clkdlybuf4s50_1	460
## cells by family after synthesis
group | count (synthesis) | share of synthesized area, %
buffers and inverters | 18 | 54.9
adders and majority gates | 4 | 45.1
## how the worst max path moves through the flow
stage / endpoint / startpoint / depth (start not counted)
CTS: s[3] / a[0] / 10
global route: s[3] / a[0] / 10
finish: s[3] / a[0] / 10
## where the power goes
part / switching, mW / leakage, nW / internal [mW]
registers: 0 / 0 / 0
logic: 0.00850 / 0.149 / 0.0240
clock network: 0 / 0 / 0
## stage by stage
step | util, % | cells | worst slack (ps) | hold WS, ps | total power, mW
after floorplan | - | 22 | 1360 | 2220 | 0.0178
after global placement | 10.1 | 77 | 472 | 3040 | 0.0337
after detailed placement | 10.1 | 77 | 462 | 3060 | 0.0338
after CTS | 10.1 | 77 | 446 | 3070 | 0.0341
after global routing | 10.1 | 77 | 307 | 3070 | 0.0374
final | 10.1 | 77 | 490 | 3050 | 0.0325
## per-layer routing
metal | vias to the layer above | wire, microns | track usage (%)
li1 | 66 | - | -
met5 | - | 0 | 0
met1 | 61 | 219 | 2.01
met2 | 15 | 160 | 2.41
met3 | 0 | 109 | 1.02
met4 | 0 | 0 | 0
## placed cells by master (no fill, tap or decap)
cell type and instances:
clkdlybuf4s50_1 17, fa_1 4, inv_1 10
No activity file was given, so power comes from the tool's default toggle rates.
